==> ./design.v <==
`timescale 1ns / 1ps
module ALU(input [31:0] A, input [31:0] B, input [4:0] shift,input [3:0] ALU_op,output reg [31:0] ALU_out,output reg zero,output reg ovfl);
always@(*)
begin
zero = 1'bz;
ovfl = 1'b0;
case(ALU_op)
4'b0000 : {ovfl,ALU_out} = A + B;
4'b0001 : 
begin
ALU_out = A - B;
if (ALU_out== 32'd0)
begin
zero = 1'b1;
end
else
zero= 1'b0;
end
4'b0010 : ALU_out = A & B;   
4'b0011 : ALU_out = A | B;   
4'b0100 : ALU_out = A ^ B;  
4'b0101 : 
begin
    if (A!==B)
        zero = 1'b1;
end
4'b0110 : ALU_out = ~(A | B);  
4'b0111 : 
begin
ALU_out = $signed(A) > $signed(B);  
if (ALU_out)
    zero = 1'b1;
end
4'b1000 : ALU_out = B << shift;  
4'b1001 : ALU_out = B >>> shift;  
4'b1010 : ALU_out = A < B;  
4'b1011 : ALU_out = B << A;  
4'b1100 : 
begin
ALU_out = $signed(A) < $signed(B); 
if (ALU_out)
    zero = 1'b1;
end 
4'b1101 : ALU_out = B >>> A;  
4'b1110 : ALU_out = B >> shift;  
4'b1111 : ALU_out = B >> A;  
default : ALU_out= 32'bz;
endcase
end
endmodule
==> ./run.sh <==
#!/bin/bash
# OpenROAD 26Q1-2900-gdf79404cd8, Yosys 0.63+post, stock flow scripts
make -C /OpenROAD-flow-scripts/flow DESIGN_CONFIG=/design/flow/config.mk WORK_HOME=/design/flow/orfs finish
==> ./config.mk <==
export PLATFORM = sky130hd
export DESIGN_NAME = ALU
export DESIGN_NICKNAME = ALU
export VERILOG_FILES = /design/flow/design.v
export SDC_FILE = /design/flow/constraint.sdc
export NUM_CORES = 4
export LEC_CHECK = 1
export CORE_UTILIZATION = 40
==> ./constraint.sdc <==
current_design ALU

set clk_period 17.1
set clk_io_pct 0.2

create_clock -name clk0 -period $clk_period

set non_clock_inputs [all_inputs -no_clocks]
set_input_delay [expr $clk_period * $clk_io_pct] -clock clk0 $non_clock_inputs
set_output_delay [expr $clk_period * $clk_io_pct] -clock clk0 [all_outputs]
==> ci_impl_report.md <==
## PnR job results

| Metric | Value |
|---|---|
| Status | `finished, final reports clean` |
| IO Count | `107` |
| Hold depth | `5` |
| Static leakage | `5.49 nW` |
| WP data required | `13.68 ns` |
| Stage-log warning count | `96` |
| Hold Vio Cnt, Final | `0` |
| Max FFs per register | `32` |
| Layout cell share with drive strength beyond 1 | `5.50%` |
| Register pins left without a clock | `32` |
| Worst Path Buf+Inv | `3` |
| Antenna violations before repair | `3` |
| Average size of a mapped cell | `6.60 um^2` |
| Worst slew pin tran | `1.00 ns` |
| Setup repair bufs after CTS | `0` |
| Nature of the critical path startpoint | `primary input` |
| DP Worst Slack | `5.17 ns` |
| Post-detailed-route via-to-cell ratio | `6.81` |
| Drc violations | `0` |
| VDD IR-drop max | `0.0154 mV` |
| Row count | `60` |
| Ys async rst share | `0%` |
| RSZ-0062 raised after global routing | `false` |
| Peak Freq | `82.9 MHz` |
| Cts repair resizes | `0` |
| Top Layout Cells | `nand2_1 (245), mux2i_1 (167), a21oi_1 (146)` |
| Yosys reg bits | `32` |
| Endpoint class of the critical path | `primary output` |
| Drt first pass iters | `9` |
| Count of library flops with an enable pin | `0` |
| Slew Limit Fails | `0` |
| Hold EP | `zero` |
| Commonest flop | `dlxtn_1` |
| Number of setup violations in the final report | `0` |
| Crit-path max cell delay | `0.65 ns` |
| Fillers | `2897` |
| Worst min path class | `primary input to primary output` |
| Net Sw Frac | `66.1%` |
| Vias in the first global route | `13000` |
| Routed via count | `14300` |
| Max Cap Viol | `0` |
| Largest net degree at the start of global routing | `49` |
| First-pass GRT wire length | `90800 um` |
| HPWL after DPL | `50400 um` |
| Hold_buf cts | `0` |
| Most numerous logic cell after layout | `nand2_1` |
| GRT Total Usage | `44.1%` |
| CP Launch Point | `A[0]` |
| Setup ws final | `5.04 ns` |
| Worst-path cell chain | `clkdlybuf4s50_1 -> inv_1 -> ha_1 -> fa_1 -> nor3_2 -> o31ai_1 -> a31oi_1 -> a211oi_2 -> o221ai_2 -> xnor2_1 -> or4_1 -> nor4_1 -> o2111ai_1 -> o21ai_1 -> clkdlybuf4s50_1` |
| Top delay family on crit path | `AND-OR/OR-AND gates` |
| GPL Wtd Cong | `1.12` |
| P_sw | `0.318 mW` |
| CP max stage cell | `a211oi_2` |
| Aggregate global routing overflow | `0` |
| Fin crit share | `70.5%` |
| Critical path type | `primary input to primary output` |
| CP dominant cell by count | `clkdlybuf4s50_1` |
| Worst-path fanout max | `6` |
| Combinational gate area | `9910 um^2` |
| Total core area | `27300 um^2` |
| Post-Syn Area | `11200 um^2` |
| Relative slew margins | `31.6%` |
| P per Cell Area | `38.1 nW/um^2` |
| Cell Type Count | `78` |
| WL final | `63300 um` |
| Synth Warn # | `3` |
| Die height | `170 um` |
| CP Data Arrival Time | `8.64 ns` |
| Endpoints left unconstrained | `64` |
| Port buffer count | `107` |
| Chip footprint | `28700 um^2` |
| Yosys stat chip area | `11200 um^2` |
| Period minus WS final | `12.06 ns` |
| Post-route setup TNS | `0 ns` |
| Hold Startpoint | `ALU_op[2]` |
| Total area of sequential cells | `480 um^2` |
| P_int | `0.163 mW` |
| Starting DRC count in detailed routing | `1790` |
| WL/cell | `30.1 um` |
| Die Wd | `170 um` |
| Post-synthesis cell count from yosys | `1701` |
| Synth Instances | `1701` |
| Area Growth Syn to Fin | `12.6%` |
| Pre-Place Util | `41.2%` |
| Detail Route Antenna Nets | `0` |
-- area by class of cell --
class                      count  area share [%]
tap                          372            3.68
inverter                      99            2.94
antenna                        2          0.0396
timing repair buffer         152            11.1
sequential                    32            3.80
multi-input combinational   1443            78.4
-- worst max-delay path by stage --
| stage | end | slack (ns) | cells past startpoint |
|---|---|---|---|
| global route | zero | 4.95 | 15 |
| finish | zero | 5.04 | 15 |
| CTS | zero | 5.14 | 15 |
-- cells in the mapped netlist, types with 9 or more instances --
library cell | number | area (um^2)
o211ai_1 | 21 | 158
a21o_1 | 16 | 120
mux2_2 | 10 | 113
o22ai_1 | 15 | 93.8
nand2_1 | 245 | 920
o2111ai_1 | 9 | 78.8
a2111oi_0 | 9 | 78.8
o21bai_1 | 17 | 128
o31ai_1 | 12 | 90.1
and3_1 | 15 | 93.8
a22oi_1 | 11 | 82.6
a221o_1 | 16 | 160
xnor2_1 | 24 | 210
nor3_1 | 34 | 170
a21oi_1 | 148 | 741
inv_1 | 98 | 368
nand3_1 | 58 | 290
o21ai_0 | 75 | 375
nor2_1 | 144 | 541
nor4_1 | 18 | 113
a31oi_1 | 20 | 125
a221oi_1 | 41 | 359
buf_1 | 15 | 56.3
clkbuf_1 | 79 | 297
dlxtn_1 | 32 | 480
o221ai_1 | 20 | 175
nor2b_1 | 13 | 81.3
ha_1 | 96 | 1200
a211oi_1 | 24 | 180
nand4_1 | 13 | 81.3
mux2i_1 | 170 | 1700
buf_2 | 28 | 140
nand2b_1 | 15 | 93.8
-- per-stage QoR --
stage,hold WS [ns],power (mW),utilization (%),cell area (um^2),instances
final,8.01,0.481,46.4,12600,2100
after global routing,8.06,0.504,46.4,12600,2098
after CTS,8.02,0.462,46.4,12600,2098
after detailed placement,8.02,0.459,46.4,12600,2098
after global placement,8.02,0.462,46.4,12600,2098
after floorplan,7.06,0.291,-,11200,1701
-- routing by layer --
metal	vias up	GRT usage [%]	wire length [um]
li1	6364	-	-
met1	6749	60.3	26000
met2	1000	64.5	26200
met3	176	13.2	7750
met4	4	18.4	3290
met5	-	0	26
-- power by group through the flow --
stage         registers, mW  logic [mW]  clock network [mW]
CTS                 0.00538       0.456                   0
global route        0.00543       0.498                   0
-- kinds of logic after synthesis --
group | synth area share, %
xor gates and xnor gates | 2.34
latches | 4.28
adders and majority gates | 11.1
muxes | 17.8
AOI/OAI and AO/OA | 33.3
buffers and inverters | 8.04
and+or+nand+nor | 23.2
-- worst min-delay path: stages --
cell and delay (ns):
clkdlybuf4s50_1 0.40, buf_4 0.21, nand2_1 0.10, o21ai_1 0.06, clkdlybuf4s50_1 0.39
Power figures rest on the tool's default switching activity, not on a simulated workload.
